==> /design/flow/config.mk <==
export PLATFORM = sky130hd
export DESIGN_NAME = FIFO
export DESIGN_NICKNAME = FIFO
export VERILOG_FILES = /design/flow/design.v
export SDC_FILE = /design/flow/constraint.sdc
export NUM_CORES = 4
export LEC_CHECK = 1
export CORE_UTILIZATION = 50
==> /design/flow/design.v <==
module FIFO #(
    parameter       FIFO_DEPTH          = 16,
    parameter       DATA_WIDTH          = 32,
    parameter       AFULL_THRESHOLD     = 16,
    parameter       AEMPTY_THRESHOLD    = 0
)
(
    input   wire                        clk,
    input   wire                        rst_n,
    output  wire                        full_o,
    output  wire                        afull_o,
    input   wire                        wren_i,
    input   wire    [DATA_WIDTH-1:0]    wdata_i,
    output  wire                        empty_o,
    output  wire                        aempty_o,
    input   wire                        rden_i,
    output  wire    [DATA_WIDTH-1:0]    rdata_o
);
    localparam  DEPTH_LG2               = $clog2(FIFO_DEPTH);
    reg     [DATA_WIDTH-1:0]            data[FIFO_DEPTH];
    reg                                 full,       full_n,
                                        afull,      afull_n,
                                        empty,      empty_n,
                                        aempty,     aempty_n;
    reg     [DEPTH_LG2:0]               wrptr,      wrptr_n,
                                        rdptr,      rdptr_n;
    reg     [DEPTH_LG2:0]               counter,    counter_n;
    always_ff @(posedge clk)
        if (!rst_n) begin
            full                        <= 1'b0;
            empty                       <= 1'b1;     
            wrptr                       <= {(DEPTH_LG2+1){1'b0}};
            rdptr                       <= {(DEPTH_LG2+1){1'b0}};
            counter                     <= {(DEPTH_LG2+1){1'b0}};
            for (int i=0; i<FIFO_DEPTH; i++) begin
                data[i]                     <= {DATA_WIDTH{1'b0}};
            end
        end
        else begin
            full                        <= full_n;
            empty                       <= empty_n;
            wrptr                       <= wrptr_n;
            rdptr                       <= rdptr_n;
            counter                     <= counter_n;
            if (wren_i) begin
                data[wrptr[DEPTH_LG2-1:0]]  <= wdata_i;
            end
        end
    always_comb begin
        wrptr_n                     = wrptr;
        rdptr_n                     = rdptr;
        counter_n                   = counter;
        if (wren_i & ~full) begin
            wrptr_n                     = wrptr + 'd1;
            counter_n                   = counter_n + 'd1;
        end
        if (rden_i & ~empty) begin
            rdptr_n                     = rdptr + 'd1;
            counter_n                   = counter_n - 'd1;
        end
        aempty                      = (counter <= AEMPTY_THRESHOLD);
        afull                       = (counter >= AFULL_THRESHOLD);
        empty_n                     = (wrptr_n == rdptr_n);
        full_n                      = (wrptr_n[DEPTH_LG2]!=rdptr_n[DEPTH_LG2])
                                     &(wrptr_n[DEPTH_LG2-1:0]==rdptr_n[DEPTH_LG2-1:0]);
    end
   // synthesis translate_off
   always @(posedge clk) begin
       if (full_o & wren_i) begin
           $display("FIFO overflow");
           @(posedge clk);
           $finish;
       end
   end
   always @(posedge clk) begin
       if (empty_o & rden_i) begin
           $display("FIFO underflow");
           @(posedge clk);
           $finish;
       end
   end
   // synthesis translate_on
    assign  full_o                      = full;
    assign  afull_o                     = afull;
    assign  empty_o                     = empty;
    assign  aempty_o                    = aempty;
    assign  rdata_o                     = data[rdptr[DEPTH_LG2-1:0]];
endmodule
==> /design/flow/run.sh <==
#!/bin/bash
# OpenROAD 26Q1-2900-gdf79404cd8, Yosys 0.63+post, stock flow scripts
make -C /OpenROAD-flow-scripts/flow DESIGN_CONFIG=/design/flow/config.mk WORK_HOME=/design/flow/orfs finish
==> /design/flow/constraint.sdc <==
current_design FIFO

set clk_period 16.2
set clk_io_pct 0.2

create_clock -name clk0 -period $clk_period [get_ports {clk}]

set non_clock_inputs [all_inputs -no_clocks]
set_input_delay [expr $clk_period * $clk_io_pct] -clock clk0 $non_clock_inputs
set_output_delay [expr $clk_period * $clk_io_pct] -clock clk0 [all_outputs]
==> notes.md <==
The run has ended; figures from its reports follow.

The total negative slack for setup checks came out at 0 ps. Among logic cells in the layout, the one with the most instances is sky130_fd_sc_hd__edfxtp_1. During synthesis, Yosys emitted a total of 2 warnings. In this run the layout overhead on the synthesized area is reported as 12.3%. The part of the cycle the worst path needs is 0.449. After clock tree synthesis, the clock-pin slew on the worst setup and hold paths is ~60 ps. The number of failing hold endpoints at the final stage is 0.

The chip area estimate from yosys synthesis is 0.0242 sq mm. The depth of the most critical reg-to-reg path is 6. The normalized max-slew margin came out at 0.463. The run finished with clean final reports. The number of rows created at floorplan came out at approximately 80.

The global routing usage summed across all routing layers came out at 0.287. The global routing usage on met2 came out at 0.429. The count of buffers added on input and output ports is about 70. The path with the worst hold slack has its endpoint at wrptr[4]$_SDFF_PN0_.

The critical path's largest stage delay came out at around 640 ps. The via count of the first global-routing pass is roughly 14000. The die is ~220 um wide. The first routing iteration left just over 800 violations. The cell sequence reported for the critical path is buf_4 > buf_4 > mux4_2 > nor2b_1 > a211oi_1 > a21oi_1 > clkdlybuf4s50_1. In the global route stage, met3 resource usage came out at 0.145. Before any placement, the netlist area is recorded as ~0.024 sq mm. The count of H-tree levels built during CTS came out at 2.

The met1 routing resource usage after global routing is 0.424. Across the routed clock network, the largest skew measured is around 22 ps. As reported, the later end of the worst-skew pair has a clock insertion delay of approximately 610 ps. The sum of buffers and inverters on the critical path is 3. The area enclosed by the die boundary came out at about 0.049 sq mm.

The mean post-synth cell area came out at ~15 sq um. The clock sink count came out at approximately 530. The final routed DRC violation total came out at 0.

Per the post-route antenna check, the number of violating nets is 0. The OpenROAD report gives the critical path a required time of roughly 13000 ps. The iteration tally of the first detailed-router pass is 5. STA lists the endpoint of the worst register-to-register path as data[1][17]$_SDFFCE_PN0P_. The largest net degree at the start of global routing came out at approximately 73. The startpoint identified for the worst register-to-register timing path is wrptr[0]$_SDFF_PN0_.

Among the stages of the critical path, the cell type that occurs most often is sky130_fd_sc_hd__buf_4. Per the STA report, the cell with the highest stage delay on the worst path is sky130_fd_sc_hd__buf_4. The first-pass GRT wire length is 92700 um. The overall die height is approximately 220 um. The starting density of the core came out at 0.508. STA lists the maximum fanout along the critical path as 31.

Per the timing report, the achievable frequency comes out to ~0.14 GHz. The cell resize tally after clock tree synthesis came out at 0. The count of maximum capacitance violations came out at 0. TritonCTS built the clock tree. The kind of cell with the highest combined delay along the critical path is buffers and inverters. The floorplan step defined a core boundary enclosing 0.0477 sq mm.

TritonRoute output was used to compute an average wire per cell of 27.7 um. Counting along the longest clock path gives a buffer depth of 3. Yosys mapped the design onto 38 distinct sky130hd cell types.

The critical path launch point type is a flip-flop. The share of layout cells above drive strength 1 came out at 0.172. Per the detailed-route log, wirelength across all metal layers totals about 62000 um. The number of antenna violations at the first check in global routing came out at 0. The residual overflow from global routing is 0.

Looking at the VDD voltage map, the peak drop is slightly below 90 uV. The floorplan report gives the top-level pin count as 72. The post-cts hold-fix buffer tally is 0. In the layout the commonest cells are sky130_fd_sc_hd__edfxtp_1 (512), sky130_fd_sc_hd__and3_1 (260), sky130_fd_sc_hd__and2_1 (260). The synthesized instance count is 1584. The final count of pins violating max slew is 0.

The final core utilization came out at 0.570. The register share after synthesis came out at 0.648. Setup repair after global routing left no endpoint under its margin.

The synthesized netlist was found by Yosys to have roughly 1600 cells. In the setup report, the worst path falls into the class flip-flop to output pin. The placer congestion estimate is 0.803. According to the timing report, the arrival time at the worst endpoint equals just over 4000 ps. Note, the detailed placer reported a final HPWL of about 32000 um. The flip-flop and latch count after synthesis came out at between 500 and 600. The layout has 3597 filler cells. The count of buffers added by post-CTS timing repair for setup is 0. Per the CTS log, the root buffer master is sky130_fd_sc_hd__clkbuf_16. The power per cell area is about 120 mW/mm^2. The overall via count from detail_route is 13500. After layout, the minimum clock period comes to about 7300 ps. Per the TritonCTS log, the buffer count is between 50 and 60. The final setup violation count came out at 0. In this run the register-to-register setup slack is 12360 ps. The layer flagged by global routing as most heavily used is met2. The actual slew at the worst max-slew pin is 803 ps. The leakage component of the power was reported as 10.4 nW. The ratio of routed vias to standard cells is around 6.0. The most critical min-delay path falls under flip-flop to flip-flop. The total number of warnings across the stage logs came out at 29. The worst hold path passes through 2 cells. Per the hold report, the tightest min-delay path originates at wrptr[4]$_SDFF_PN0_. The endpoint type of the worst setup path is an output pin.
## cell type report
type                            instances  area, sq um  share of cell area
Inverter                                7         26.3            0.000965
Timing Repair Buffer                  112         1020              0.0374
Sequential cell                       529        15700               0.578
Clock inverter                         37          364              0.0134
Clock buffer                           64         1450              0.0533
Multi-Input combinational cell        882         7870               0.289
Antenna cell                            1         2.50           0.0000919
Tap cell                              615          769              0.0283
## worst max-delay path by stage
stage / startpoint / to / cells after the start
finish: rdptr[0]$_SDFF_PN0_ / rdata_o[4] / 7
global route: rdptr[0]$_SDFF_PN0_ / rdata_o[8] / 7
CTS: rdptr[0]$_SDFF_PN0_ / rdata_o[4] / 7
## sequential cells by signal, summed over array words and instances (netlist names)
| signal | count |
|---|---|
| rdptr | 5 |
| empty | 1 |
| wrptr | 5 |
| full | 1 |
| counter | 5 |
| data | 512 |
## report_power, final
group	internal, W	switching [W]	total [W]
clock	0.000763	0.000523	0.00129
sequential	0.00155	0.0000232	0.00158
combinational	0.000156	0.000185	0.000341
## layer usage
layer  wire [um]  part of all wire
met5           0                 0
met1       23200              0.37
met2       30200              0.49
met4        1460             0.023
met3        7290              0.12
## cell families (layout without fill, tap and decap cells)
group,Yosys count,in the layout,synth area share
other,0,1,0
muxes,163,163,0.133
and+or+nand+nor,618,618,0.156
buffers and inverters,173,220,0.0330
xor gates and xnor gates,17,17,0.00614
adders and majority gates,8,8,0.00413
DFF,529,529,0.648
AOI/OAI and AO/OA,76,76,0.0192
## metrics by stage
stage                     hold WS (ps)  std cells  instance area, sq um  total power [W]  setup WS (ps)
after floorplan                    574       1584                 24200          0.00182           9820
after global placement             596       2145                 25400          0.00195           9490
after detailed placement           598       2145                 25400          0.00195           9480
after CTS                          616       2246                 27200          0.00323           8830
after global routing               635       2246                 27200          0.00330           8650
final                              620       2247                 27200          0.00320           8930
## synth_stat cells
cell	count	area (sq um)
sky130_fd_sc_hd__nor4b_2	1	15.0
sky130_fd_sc_hd__nor2_2	1	6.26
sky130_fd_sc_hd__buf_1	1	3.75
sky130_fd_sc_hd__clkbuf_2	8	40.0
sky130_fd_sc_hd__nor2_1	12	45.0
sky130_fd_sc_hd__nand2_2	1	6.26
sky130_fd_sc_hd__nand2_1	24	90.1
sky130_fd_sc_hd__nor2b_1	35	219
sky130_fd_sc_hd__dfxtp_1	17	340
sky130_fd_sc_hd__xnor2_1	10	87.6
sky130_fd_sc_hd__nor3_1	2	10.0
sky130_fd_sc_hd__a21oi_1	35	175
sky130_fd_sc_hd__clkbuf_1	128	480
sky130_fd_sc_hd__nand2b_1	6	37.5
sky130_fd_sc_hd__nor4b_1	1	8.76
sky130_fd_sc_hd__mux4_2	128	2880
sky130_fd_sc_hd__buf_2	11	55.1
sky130_fd_sc_hd__nor4_1	1	6.26
sky130_fd_sc_hd__or3_1	1	6.26
sky130_fd_sc_hd__o21ai_0	7	35.0
sky130_fd_sc_hd__buf_6	6	67.6
sky130_fd_sc_hd__o31ai_1	1	7.51
sky130_fd_sc_hd__mux2i_1	35	350
sky130_fd_sc_hd__nand4_1	4	25.0
sky130_fd_sc_hd__nand3b_1	3	22.5
sky130_fd_sc_hd__buf_12	3	60.1
sky130_fd_sc_hd__a21o_1	1	7.51
sky130_fd_sc_hd__buf_4	8	60.1
sky130_fd_sc_hd__a211oi_1	32	240
sky130_fd_sc_hd__clkbuf_4	1	7.51
sky130_fd_sc_hd__and3_1	261	1630
sky130_fd_sc_hd__edfxtp_1	512	15400
sky130_fd_sc_hd__and2_1	260	1630
sky130_fd_sc_hd__nor3b_1	1	7.51
sky130_fd_sc_hd__nand3_1	4	20.0
sky130_fd_sc_hd__ha_1	8	100
sky130_fd_sc_hd__inv_1	7	26.3
sky130_fd_sc_hd__xor2_1	7	61.3
## worst reg2reg max path: stages, from the launching register on
cell and delay, ps:
sky130_fd_sc_hd__dfxtp_1 420, sky130_fd_sc_hd__ha_2 730, sky130_fd_sc_hd__buf_4 680, sky130_fd_sc_hd__and3_1 280
sky130_fd_sc_hd__buf_4 380, sky130_fd_sc_hd__nand2b_2 620, sky130_fd_sc_hd__buf_4 390
No activity file was given, so power comes from the tool's default toggle rates.
