<file path="/design/flow/design.v">
module FSM
(
    input   wire                    clk,
    input   wire                    rst_n,
    input   wire    [3:0]           count_i,
    input   wire                    count_valid_i,
    input   wire                    start_i,
    input   wire                    _repeat_i,
    input   wire                    _repeat_valid_i,
    output  wire                    ready_o,
    output  wire                    run_o,
    output  wire                    done_o
);
    localparam  S_IDLE              = 3'b000;
    localparam  S_CONF              = 3'b001;
    localparam  S_RUN               = 3'b010;
    localparam  S_DONE              = 3'b011;
    localparam  S_ASK               = 3'b100;
    logic    [2:0]                  state, state_n;
    logic    [3:0]                  cnt, cnt_n;
    logic    [3:0]                  count, count_n;
    logic                           done;
    logic                           run;
    logic                           ready;
    always_ff @(posedge clk) begin
        if(!rst_n) begin
            state                   <= S_IDLE;
            cnt                     <= 4'h0;
            count                   <= 4'h0;
        end else begin
            state                   <= state_n;
            cnt                     <= cnt_n;
            count                   <= count_n;
        end
    end
    always_comb begin
        ready                       = 1'b0;
        run                         = 1'b0;
        done                        = 1'b0;
        state_n                     = state;
        cnt_n                       = cnt;
        count_n                     = count;
        case(state)
            S_IDLE: begin
                ready               = 1'b1;
                if(start_i) begin
                    state_n         = S_CONF; 
                end
            end
            S_CONF: begin
                if(count_valid_i) begin
                    count_n         = count_i;
                    state_n         = S_RUN;
                end else begin
                    state_n         = S_CONF;
                end
            end
            S_RUN: begin
                run                 = 1'b1;
                if(cnt == count) begin
                    cnt_n           = 4'h0;
                    state_n         = S_DONE;
                end else begin
                    cnt_n           = cnt + 1'b1;
                end
            end
            S_DONE: begin
                done                = 1'b1;
                state_n             = S_ASK;
            end
            S_ASK: begin
                if(_repeat_valid_i == 1'b1) begin
                    if(_repeat_i == 1'b1) begin
                        state_n     = S_RUN;
                    end else begin
                        state_n     = S_IDLE;
                    end
                end else begin
                    state_n         = S_ASK;
                end
            end
        endcase
    end
    assign  done_o                  = done;
    assign  run_o                   = run;
    assign  ready_o                 = ready;
endmodule
</file>
<file path="/design/flow/run.sh">
#!/bin/bash
# OpenROAD 26Q1-2900-gdf79404cd8, Yosys 0.63+post, stock flow scripts
make -C /OpenROAD-flow-scripts/flow DESIGN_CONFIG=/design/flow/config.mk WORK_HOME=/design/flow/orfs finish
</file>
<file path="/design/flow/config.mk">
export PLATFORM = sky130hd
export DESIGN_NAME = FSM
export DESIGN_NICKNAME = FSM
export VERILOG_FILES = /design/flow/design.v
export SDC_FILE = /design/flow/constraint.sdc
export NUM_CORES = 4
export LEC_CHECK = 1
export CORE_AREA = 10 10 72 72
export DIE_AREA = 0 0 82 82
</file>
<file path="/design/flow/constraint.sdc">
current_design FSM

set clk_period 1.9
set clk_io_pct 0.2

create_clock -name clk0 -period $clk_period [get_ports {clk}]

set non_clock_inputs [all_inputs -no_clocks]
set_input_delay [expr $clk_period * $clk_io_pct] -clock clk0 $non_clock_inputs
set_output_delay [expr $clk_period * $clk_io_pct] -clock clk0 [all_outputs]
</file>
==> impl_metrics.csv <==
group,metric,value,unit
detailed_routing,antenna-diode-count,0,
final_layout,num-fill-cells,410,
detailed_routing,postRouteAntennaNets,0,
setup_path,critical_path_peak_fanout,12,
floorplanning,fp.coreArea,0.003689,mm^2
detailed_routing,first_iter_violations,6,
synthesis,yosys-top-cells-area,"sky130_fd_sc_hd__dfxtp_1, sky130_fd_sc_hd__xor2_1, sky130_fd_sc_hd__a21oi_1, sky130_fd_sc_hd__nand2_1, sky130_fd_sc_hd__nand3_1",
cts,cts_buf_count,3,
synthesis,yosysCellCount,60,
synthesis,synthesis.instances,60,
final_timing,grt_setup_unrepaired,"false",
cts,cts-root-to-sink-buffers,2,
detailed_routing,vias_per_cell,3.795,
detailed_routing,avgRoutedWirePerCell,9.705,um
final_timing,final_hold_viol_count,0,
setup_path,crit_path_cell_trace,"clkdlybuf4s50_1",
power,total_power,0.0005869,W
power,power.ir.vdd_worst,279.8,uV
job,tool_warnings,25,
detailed_routing,drt_wl_total,1184,um
synthesis,synth_cell_type_count,21,
power,leakage,0.2892,nW
final_layout,final_layout_size_suffix_gt1_share,9.459,%
synthesis,post-synth-top-area-cell,"sky130_fd_sc_hd__dfxtp_1",
setup_path,cpPeakStageDelay,0.55,ns
synthesis,top_area_share,46.53,%
global_routing,grt_overflow_total,0,
final_timing,finalMaxSlewViolations,0,
global_routing,grt_max_degree,13,
synthesis,syn_area_per_cell,9.321,um^2
placed_design,placed_cells,118,
synthesis,yosysWarnings,1,
final_timing,fin_setup_tns,0,ns
floorplanning,die_area,0.006724,mm^2
cts,clock-root-buffer,"sky130_fd_sc_hd__clkbuf_8",
job,max_cap_viol_count,0,
hold_path,worst_hold_path.num_cells,2,
placed_design,placed_cell_area,729.5,um^2
synthesis,ys_seq_share,46.53,%
final_layout,final-instance-count-excl-fill,122,
setup_path,worst_r2r_startpoint,"cnt[0]",
setup_path,worst_path_max_delay_cell,"sky130_fd_sc_hd__clkdlybuf4s50_1",
cts,cts_setup_buffers,0,
final_timing,final-setup-viol-count,0,
synthesis,synth_flop_type,"sky130_fd_sc_hd__dfxtp_1",
detailed_routing,drtPass1Iterations,4,
setup_path,timing.reg2reg.setup_slack,0.64,ns
final_timing,clock.fmax,0.5865,GHz
floorplanning,fp-utilization,15.16,%
global_routing,number_of_global_route_vias_before_repair,442,
cts,cts_hold_buffers,0,
final_timing,final.period_utilization,89.74,%
floorplanning,die_height,82,um
cts,cts_num_sinks,13,
setup_path,critical_path.startpoint_type,"flip-flop",
cts,tritoncts,"yes",
floorplanning,placement_rows,22,
power,pwr_density_cell,757.8,mW/mm^2
setup_path,reg2regPathDepth,3,
placed_design,detailed_place_hpwl,930.1,um
final_timing,maxSlewHeadroom,73.95,%
status,run_status,"finished clean",
setup_path,worst_ep_required_time,1.52,ns
cts,htreeDepth,1,
global_routing,grt_pass1_wl,1987,um
setup_path,cp.buffers_inverters,1,
setup_path,cell_family_with_the_largest_share_of_critical_path_delay,"buffers and inverters",
placed_design,globalplace.congestion,0.7889,
setup_path,critical_path.endpoint,"run_o",
synthesis,synthArstFlopShare,0,%
hold_path,worstHoldPathType,"flip-flop to flip-flop",
synthesis,yosys_register_bits,13,
synthesis,edf_count,0,
synthesis,synth.yosys.chip_area,559.3,um^2
cts,cts_resized,0,
final_timing,skew,0.003860,ns
global_routing,antenna_found_initial,0,
cts,cts.reportedPaths.clkPinSlew,0.06,ns
detailed_routing,post-route-drc-count,0,
setup_path,crit_cells,1,
setup_path,critPathLaunch,"state[2]",
synthesis,synth_area,559.3,um^2
global_routing,global_route_usage_sum,3.532,%
setup_path,end_kind,"output port",
final_layout,final_area,774.5,um^2
floorplanning,design.portCount,13,
cts,clk-insertion-delay-late,0.24,ns
placed_design,place.port_buffers,12,
setup_path,crit_arrival,1.33,ns
setup_path,criticalPathCategory,"flip-flop to output port",
final_layout,syn2layout_area_growth,38.48,%
final_timing,post-route-min-period,1.705,ns
floorplanning,die_x,82,um
detailed_routing,routed-via-count,463,
final_timing,timing_worst_slew_pin_value,0.3879,ns
setup_path,crit-reg2reg-capture,"state[4]",
==> placed cells by master, fill, tap and decap left out, types with 2 or more instances in the layout <==
cell type and instances:
sky130_fd_sc_hd__a21oi_1 7, sky130_fd_sc_hd__and3_2 2, sky130_fd_sc_hd__clkbuf_8 3, sky130_fd_sc_hd__clkdlybuf4s50_1 12, sky130_fd_sc_hd__dfxtp_1 13, sky130_fd_sc_hd__inv_1 2
sky130_fd_sc_hd__nand2_1 8, sky130_fd_sc_hd__nand3_1 5, sky130_fd_sc_hd__nand3b_1 3, sky130_fd_sc_hd__o21ai_0 2, sky130_fd_sc_hd__xor2_1 5
==> routing by layer <==
| metal | GRT usage, % | vias up | wire length, um | part of all wire (%) |
|---|---|---|---|---|
| li1 | - | 244 | - | - |
| met1 | 5.347 | 207 | 578 | 49 |
| met2 | 4.702 | 10 | 523 | 44 |
| met3 | 1.211 | 2 | 69 | 5.8 |
| met4 | 0.6803 | 0 | 12 | 1.0 |
| met5 | 0 | - | 0 | 0 |
==> layout make-up <==
type | count | area (um^2) | area share, %
flip-flops and latches | 13 | 260.3 | 33.60
clock buffers | 4 | 45.04 | 5.816
well taps | 48 | 60.06 | 7.754
multi-input cells | 42 | 277.8 | 35.86
repair buffers | 12 | 120.1 | 15.51
inverters | 3 | 11.26 | 1.454
==> registers in the layout (all words and copies together), names as in the netlist <==
signal,flops
state,5
cnt,4
count,4
==> stage by stage <==
stage               hold WS (ns)  utilization [%]  setup WS (ns)
global placement          0.4665            19.78         0.2884
finish                    0.4680            21.00         0.1949
CTS                       0.4704            21.00         0.1751
floorplan                 0.4130                -         0.7716
detailed placement        0.4639            19.78         0.2322
global route              0.4937            21.00         0.1068
==> synth_stat cells, types with 2 or more instances <==
| cell | count |
|---|---|
| sky130_fd_sc_hd__dfxtp_1 | 13 |
| sky130_fd_sc_hd__nand2_1 | 8 |
| sky130_fd_sc_hd__a21oi_1 | 7 |
| sky130_fd_sc_hd__nand3_1 | 5 |
| sky130_fd_sc_hd__xor2_1 | 5 |
| sky130_fd_sc_hd__nand3b_1 | 3 |
| sky130_fd_sc_hd__and3_2 | 2 |
| sky130_fd_sc_hd__buf_2 | 2 |
| sky130_fd_sc_hd__inv_1 | 2 |
| sky130_fd_sc_hd__o21ai_0 | 2 |
==> kinds of logic after synthesis <==
| logic type | synth area share, % |
|---|---|
| AOI/OAI and AO/OA | 16.33 |
| xor gates and xnor gates | 7.830 |
| adders and majority gates | 2.237 |
| buffers and inverters | 3.803 |
| DFF | 46.53 |
| and+or+nand+nor | 23.27 |
==> worst register-to-register path, cell delays in order, from the launching register on <==
cell                      delay (ns)
sky130_fd_sc_hd__dfxtp_1        0.42
sky130_fd_sc_hd__xor2_1         0.13
sky130_fd_sc_hd__nor4_4         0.42
sky130_fd_sc_hd__and3_2         0.24
==> where the power goes <==
group          switching (W)  leakage, nW  internal, W
Combinational      0.0000232        0.161    0.0000327
Sequential        0.00000886        0.106     0.000281
Clock              0.0000937       0.0228     0.000148
Total               0.000126        0.289     0.000461
==> how the worst min path moves through the flow <==
stage                 startpoint        to  slack, ns
after global routing    count[3]  count[3]       0.49
after CTS               count[2]  count[2]       0.47
final                   count[3]  count[3]       0.47
Power is estimated from default activity; no workload was simulated.
